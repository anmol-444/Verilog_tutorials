$ cat run.sh
#!/bin/bash
# OpenROAD 26Q1-2900-gdf79404cd8, Yosys 0.63+post, stock flow scripts
make -C /OpenROAD-flow-scripts/flow DESIGN_CONFIG=/design/flow/config.mk WORK_HOME=/design/flow/orfs finish
$ cat config.mk
export PLATFORM = sky130hd
export DESIGN_NAME = up_counter
export DESIGN_NICKNAME = up_counter
export VERILOG_FILES = /design/flow/design.v
export SDC_FILE = /design/flow/constraint.sdc
export NUM_CORES = 4
export LEC_CHECK = 1
export CORE_AREA = 10 10 70 70
export DIE_AREA = 0 0 80 80
$ cat constraint.sdc
current_design up_counter

set clk_period 1.2
set clk_io_pct 0.2

create_clock -name clk0 -period $clk_period [get_ports {clk}]

set non_clock_inputs [all_inputs -no_clocks]
set_input_delay [expr $clk_period * $clk_io_pct] -clock clk0 $non_clock_inputs
set_output_delay [expr $clk_period * $clk_io_pct] -clock clk0 [all_outputs]
$ cat design.v
module up_counter(res,clk,out);
    input res, clk;
    output reg [3:0]out;
    always @ (posedge clk)
    begin
      if(res == 1'b1)
      out = 4'b0000;
      else out = out + 1'b1;
    end
endmodule
==> flow_summary.yaml <==
# physical design summary
outcome:
  outcome: "complete, no violations"
logic_synthesis:
  synthCells: 13
  ys_cells: 13
  yosys_warnings: 1
  ys_types: 7
  top_cells_by_area: "dfxtp_1 55%, mux2_4 10%, ha_1 8.6%"
  syn_area_um2: 145
  syn_area_per_cell_um2: 11.2
  postSynthSeqShare_pct: 55.2
  yosysTopAreaCell: "dfxtp_1"
  synth-seq-cells: 4
  yosysTopAreaCellShare_pct: 55.2
  ys_area_um2: 145
global_routing:
  grt_max_degree: 4
  grt_first_pass_wirelength_um: 765
  grt_antenna_before_repair: 0
  grt.total_usage_pct: 1.76
  grt_pass1_vias: 163
  grt-ovfl-total: 0
clock_network:
  cts_buffers: 3
  clk_pin_slew_ps: 30
  cts_sinks: 4
  clk_path_buf_depth: 2
  cts-hold-fix-buffers: 0
  cts_tree: "built"
  htree_levels: 1
  clkLatencyLatePin_ps: 240
  cts.root.buffer_cell: "clkbuf_4"
pwr:
  p_sw_share_pct: 21.4
  internal_power_w: 0.000281
  power-per-cell-area_nw_per_um2: 1170
  power_frac_comb_pct: 11.2
  p_sw_w: 0.0000766
  p_clk_share_pct: 47.3
  max-vdd-ir-drop_mv: 0.148
  sequentialPowerShare_pct: 41.5
  leakage_nw: 0.133
drt:
  post_drt_wl_per_cell_um: 6.35
  drc: 0
  vias: 146
  vias_per_cell: 2.03
  drtIter0Drc: 6
  drt_pre_antenna_iters: 2
  routed_wl_um: 457
  ant_nets: 0
finish:
  syn2layout_area_growth_pct: 111
  largest_reg_flops: 4
  drive_gt1_share_pct: 44.0
critical_path:
  worstPathArrival_ps: 830
  crit_chain: "dlygate4sd2_1"
  cp-start-kind: "register"
  path_buffers: 1
  path_delay_family: "flip-flops"
  worstSetupPathType: "register to primary output"
  crit_fanout: 3
  max_stage_delay_ps: 350
  crit_slowest_cell: "dfxtp_1"
  cp.required_ps: 960
  cp-end-kind: "primary output"
final_timing:
  hold_viol_final: 0
  fmax_ghz: 0.939
  slew_violations: 0
  setup_violations: 0
  slew-limit-headroom_pct: 90.6
  fin_ws_ps: 135
  clock-skew-final_ps: 5.68
  period_used_pct: 88.8
  rsz0062_at_grt: "no"
  worstMarginPinSlew_ps: 141
  min_period_ps: 1070
  tns_ps: 0
placed_design:
  port_buffers: 5
  pre_cts_slack_ps: 26.9
  gp_congestion: 0.674
  dp_hpwl_um: 306
die:
  core_um2: 3420
  die_area_um2: 6400
  die_w_um: 80
  io_pins: 6
  initCoreUtil_pct: 4.25
  std_cell_rows: 21
  die_h_um: 80
flow_run:
  warnings: 25
  drv_cap: 0
worst_hold_path:
  min_path_type: "register to register"
## Yosys cell counts
cell type	count
mux2_4	1
xnor2_1	1
nand3_1	1
nor2b_1	2
dfxtp_1	4
nor2_1	3
ha_1	1
## worst paths after layout
path | startpoint | to | slack (ps) | cells after the start
worst max-delay path | out[1] | out[1] | 130 | 1
worst min-delay path | out[0] | out[0] | 500 | 2
worst max register to register | out[2] | out[3] | 250 | 3
worst min register to register | out[0] | out[0] | 500 | 2
## routing by layer
metal  GRT usage, %  routed length, um
met5              0                  0
met4          0.352                  0
met3           3.52                172
met2           1.93                138
met1           1.26                147
## cell usage in the layout, fill, tap and decap left out
cell type and n:
clkdlybuf4s50_1 1, clkbuf_4 3, dfxtp_1 1, nor2_1 3, buf_4 4, nand3_1 1
diode_2 1, xnor2_1 1, mux2_4 1, dfxtp_2 3, dlygate4sd2_1 4, ha_1 1
nor2b_1 2
## cell type report
cell class	count	area (um^2)
Clock buffer	3	22.5
Multi-Input combinational cell	9	65.1
Antenna cell	1	2.50
Tap cell	46	57.6
Sequential cell	4	83.8
Fill cell	404	3110
Timing Repair Buffer	9	75.1
## stage by stage
| stage | hold slack [ps] | instance area [um^2] | instances | utilization [%] | power, W |
|---|---|---|---|---|---|
| CTS | 504 | 304 | 71 | 8.90 | 0.000366 |
| global route | 524 | 304 | 71 | 8.90 | 0.000381 |
| global placement | 442 | 260 | 65 | 7.62 | 0.000187 |
| floorplan | 307 | 145 | 13 | - | 0.000160 |
| detailed placement | 458 | 260 | 65 | 7.62 | 0.000189 |
| finish | 500 | 307 | 72 | 8.97 | 0.000358 |
## logic make-up (layout without fill, tap and decap cells)
| group | Yosys count | in the layout | synth area share, % |
|---|---|---|---|
| fa+ha+maj | 1 | 1 | 8.62 |
| flops | 4 | 4 | 55.2 |
| buf+inv | 0 | 12 | 0 |
| simple gates | 6 | 6 | 19.8 |
| xor+xnor | 1 | 1 | 6.04 |
| mux | 1 | 1 | 10.3 |
| other cells | 0 | 1 | 0 |
## power by group through the flow
stage	Combinational, W	Sequential [W]	Clock (W)
5_1_grt	0.0000475	0.000149	0.000184
6_report	0.0000402	0.000148	0.000169
4_1_cts	0.0000412	0.000149	0.000176
## repair_timing
item                       CTS  global route
setup endpoints to repair    4             0
resized                      7             0
setup buffers                3             0
## worst min-delay path: stages, from the launching register on
cell and delay (ps):
dfxtp_2 310, buf_4 110, nor2_1 40
Power is estimated from default activity; no workload was simulated.
