===== run.sh =====
#!/bin/bash
# OpenROAD 26Q1-2900-gdf79404cd8, Yosys 0.63+post, stock flow scripts
make -C /OpenROAD-flow-scripts/flow DESIGN_CONFIG=/design/flow/config.mk WORK_HOME=/design/flow/orfs finish

===== config.mk =====
export PLATFORM = sky130hd
export DESIGN_NAME = parameterized
export DESIGN_NICKNAME = parameterized
export VERILOG_FILES = /design/flow/design.v
export SDC_FILE = /design/flow/constraint.sdc
export NUM_CORES = 4
export LEC_CHECK = 1
export CORE_AREA = 10 10 94 94
export DIE_AREA = 0 0 104 104

===== constraint.sdc =====
current_design parameterized

set clk_period 18.1
set clk_io_pct 0.2

create_clock -name clk0 -period $clk_period

set non_clock_inputs [all_inputs -no_clocks]
set_input_delay [expr $clk_period * $clk_io_pct] -clock clk0 $non_clock_inputs
set_output_delay [expr $clk_period * $clk_io_pct] -clock clk0 [all_outputs]

===== design.v =====
module parameterized #(parameter WIDTH = 32) (A,B,C);
    input [WIDTH-1:0] A,B;
    output [WIDTH-1:0]C;
    assign C = A + B;
endmodule

==> qor.yml <==
maxCapViolations: 0
n_sequential_cell: 0
fin_ws_ps: 7900
cts_setup_buffers: 0
clockPowerShare_pct: 0
vias_per_cell: 4.89
die_w_um: 104
switching_share_pct: 39.8
grt_use_total_pct: 10.4
synth.distinct_cells: 50
arrival_ps: 6580
finish.utilization_pct: 40.7
design.core.area_mm2: 0.00683
io_pins: 96
drive_gt1_share_pct: 3.07
grt_pass1_wl_um: 9850
seqCellArea_um2: 0
setup_tns_ps: 0
yosysCellCount: 241
drtIter0Drc: 91
yosysWarnings: 0
grt_pass1_vias: 2061
hold_depth: 3
die_h_um: 104
cp.required_ps: 14480
mi_logic_area_mm2: 0.00168
fp_util_pct: 25.5
crit_path_start_kind: "primary input"
status: "finished clean"
dieArea_mm2: 0.0108
min_to: "C[0]"
final_antenna_net_count: 0
cp-end-kind: "output pin"
pre_cts_slack_ps: 7880
peakVddDrop_mv: 0.0161
antenna_found_initial: 0
drv_slew: 0
wl_um: 5850
pwr-share-comb_pct: 100.0
worstSetupPathType: "in -> out"
drc: 0
slew_headroom_pct: 64.4
rsz0062_at_grt: "no"
power_mw: 0.107
min-delay-start: "B[0]"
syn_to_final_growth_pct: 59.5
max_freq_mhz: 98.0
period_minus_slack_ps: 10200
syn_area_per_cell_um2: 7.24
hold_slack_ps: 8280
portBuffers: 96
vias: 2065
diodes: 0
synth_area_mm2: 0.00174
clock_buffers: 0
tightest_slew_ps: 521
dp_cells: 422
hold_violations: 0
cts_hold_buf: 0
rows: 30
hpwl_um: 5160
switchingPower_mw: 0.0424
synth_seq_share_pct: 0
instances_no_fill: 422
warnings: 32
fillers: 706
cts_resized: 0
worstPathMaxFanout: 4
power.internal_mw: 0.0643
grt_max_degree: 11
first_pass_iters: 4
stdcell_area_mm2: 0.00278
setup_viol: 0
p_seq_share_pct: 0
power.density_mw_per_mm2: 38.4
gp_congestion: 0.819
synth_chip_area_mm2: 0.00174
leakage_nw: 1.18
hold_path.class: "in -> out"
grt-ovfl-total: 0
synthCells: 241
post_dp_cell_area_mm2: 0.00278
period_used_pct: 56.4
wl_per_cell_um: 13.9
## power by group through the flow
| stage | Combinational [mW] | Clock [mW] | Sequential, mW |
|---|---|---|---|
| after CTS | 0.108 | 0 | 0 |
| after global routing | 0.119 | 0 | 0 |
| final | 0.107 | 0 | 0 |
## cells by family after synthesis
group | share of synthesized area, %
compound gates | 39.3
xor+xnor | 14.1
fa+ha+maj | 23.4
buf+inv | 3.80
mux | 1.15
simple gates | 18.3
## cell type report
type | count | share of cell area (%)
multi-input combinational | 224 | 60.3
tap | 96 | 4.32
inverter | 6 | 0.810
timing repair buffer | 96 | 34.5
## layer usage
layer	vias to the layer above	part of all wire (%)	routed length (µm)	GRT usage (%)
met1	913	49	2880	14.5
li1	1088	-	-	-
met4	0	0	0	0
met5	-	0	0	0
met2	64	44	2600	16.9
met3	0	6.3	371	2.26
## synthesized netlist by cell type, drive strengths merged
library cell / instances / share of area, %
ha: 31 / 22
a21oi: 29 / 8.3
a21o: 19 / 8.2
nand2: 18 / 3.9
o21ai: 15 / 4.5
xor2: 15 / 7.5
xnor2: 13 / 6.5
nor2: 12 / 2.6
nand3: 10 / 2.9
clkbuf: 8 / 1.7
nand4: 8 / 2.9
inv: 6 / 1.3
o21bai: 5 / 2.8
nor3: 4 / 1.1
a211oi: 3 / 1.3
a311oi: 3 / 2.5
a31oi: 3 / 1.1
buf: 3 / 0.79
o211ai: 3 / 1.3
or2: 3 / 1.1
mux2i: 2 / 1.1
nand2b: 2 / 0.72
o21a: 2 / 0.86
o221ai: 2 / 1.0
o311ai: 2 / 1.0
a2111o: 1 / 0.65
a2111oi: 1 / 0.50
a211o: 1 / 0.57
a21bo: 1 / 0.57
a221oi: 1 / 0.50
a22o: 1 / 0.50
a22oi: 1 / 1.2
a31o: 1 / 0.50
and2: 1 / 0.36
and3: 1 / 0.36
and4: 1 / 0.50
fa: 1 / 1.1
nand3b: 1 / 0.43
nor2b: 1 / 0.36
nor3b: 1 / 0.43
nor4: 1 / 0.36
o22ai: 1 / 0.36
o311a: 1 / 0.57
o32ai: 1 / 0.50
or3: 1 / 0.36
## cells in the final DEF, fill, tap and decap left out, types with 2 or more instances in the layout
cell type / n
a211oi_1: 3
a21o_1: 19
a21oi_1: 29
a311oi_1: 2
a31oi_1: 3
clkdlybuf4s50_1: 96
ha_1: 31
inv_1: 6
mux2i_1: 2
nand2_1: 18
nand2b_1: 2
nand3_1: 10
nand4_1: 8
nor2_1: 12
nor3_1: 4
o211ai_1: 3
o21a_1: 2
o21ai_0: 13
o21bai_1: 4
o221ai_1: 2
o311ai_1: 2
or2_2: 3
xnor2_1: 13
xor2_1: 15
## worst max path at each step
| stage | from | to | slack, ps | cells after the start |
|---|---|---|---|---|
| 4_1_cts | A[0] | C[26] | 7880 | 11 |
| 5_1_grt | A[0] | C[26] | 7690 | 11 |
| 6_report | A[0] | C[26] | 7900 | 11 |
## worst max-delay path: stages
cell	delay [ps]
clkdlybuf4s50_1	400
ha_1	240
fa_1	410
a21o_1	220
a31o_2	280
nand3_1	90
o221ai_1	240
a311oi_1	350
o21bai_1	100
xor2_1	130
clkdlybuf4s50_1	500
Power and IR drop assume default switching activity.
